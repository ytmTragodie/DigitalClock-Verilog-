<file path="design.v">
`timescale 1ns / 1ps
module Count_Minutes(
    input Clk,
    input EN,
    input RST,
    output [7:0] Seconds,
    output pulse
    );
reg LOAD=1'b0;
reg [3:0] Data=4'b0;
wire [3:0] count_Six,count_Ten;
wire pass_Six,pass_Ten;
ModN_Counter MC2_10(
    .Clk(Clk),
    .EN(EN),
    .Data(Data),
    .LOAD(LOAD),
    .RST(RST),
    .Carry(pass_Ten),
    .CNT(count_Ten)
);
defparam MC2_10.Mode=9;
ModN_Counter MC2_6(
    .Clk(pass_Ten),
    .EN(EN),
    .Data(Data),
    .LOAD(LOAD),
    .RST(RST),
    .Carry(pass_Six),
    .CNT(count_Six)
);
defparam MC2_6.Mode=5;
assign pulse = pass_Six;
assign Seconds = {count_Six,count_Ten};
endmodule
`timescale 1ns / 1ps
module ModN_Counter(
input EN,
input Clk,
input [3:0] Data,
input LOAD,
input RST,
output reg Carry,
output reg [3:0]CNT
    );
parameter Mode=10;
wire q;
always@(posedge Clk or negedge RST or posedge LOAD)begin
    if(LOAD)CNT<=Data;
    else if(~RST)CNT<=4'b0;
    else if(EN)begin
        if(CNT==Mode)begin
            Carry=1'b1;
            CNT<=4'b0;
         end
        else  begin
            Carry=1'b0;
            CNT<=CNT+1;
        end
    end
    else CNT <= 4'b0;
end
endmodule
</file>
<file path="run.sh">
#!/bin/bash
# OpenROAD 26Q1-2900-gdf79404cd8, Yosys 0.63+post, stock flow scripts
make -C /OpenROAD-flow-scripts/flow DESIGN_CONFIG=/design/flow/config.mk WORK_HOME=/design/flow/orfs finish
</file>
<file path="config.mk">
export PLATFORM = sky130hd
export DESIGN_NAME = Count_Minutes
export DESIGN_NICKNAME = Count_Minutes
export VERILOG_FILES = /design/flow/design.v
export SDC_FILE = /design/flow/constraint.sdc
export NUM_CORES = 4
export LEC_CHECK = 1
export CORE_AREA = 10 10 70 70
export DIE_AREA = 0 0 80 80
</file>
<file path="constraint.sdc">
current_design Count_Minutes

set clk_period 2.1
set clk_io_pct 0.2

create_clock -name clk0 -period $clk_period [get_ports {Clk}]

set non_clock_inputs [all_inputs -no_clocks]
set_input_delay [expr $clk_period * $clk_io_pct] -clock clk0 $non_clock_inputs
set_output_delay [expr $clk_period * $clk_io_pct] -clock clk0 [all_outputs]
</file>
==> Slide: Implementation Results <==
Flow Results at a Glance

Logic synthesis
  • Synth area leader: dfrtp_1
  • Yosys Chip Area: 475 um^2
  • Ys cells: 42
  • Syn_area_per_cell: 11.3 um^2
  • Top cell area share: 0.421
  • Ys flops: 10
  • Synth Seq Share: 0.547
  • Yosys Warn Count: 5
  • Synth top area cells: dfrtp_1 42%, edfxtp_1 13%, ha_1 11%
  • Synthesized area: around 480 um^2
  • Mapped Cells: 42
  • Yosys cell types: 17

Worst setup path
  • Worst setup path class: reg -> out
  • Cells along the critical path: clkdlybuf4s50_1
  • WP data arrival: about 1200 ps
  • FF-to-FF End: MC2_10.CNT[0]
  • CP endpoint kind: output pin
  • Critical path peak fanout: 8
  • R2R Path Start: MC2_10.CNT[1]
  • Crit-path leading delay family: buffers and inverters
  • CP Buf/Inv Count: 1
  • Startpoint Class: flop
  • CP max stage delay: approximately 510 ps
  • Worst r2r path cells: 5
  • R2R setup slack: around 960 ps
  • Worst path depth: 1
  • CP required: around 1700 ps
  • Slowest library cell on the worst path: clkdlybuf4s50_1

Clock tree
  • Clock-pin slew on the worst setup and hold paths: approximately 50 ps
  • Root Buffer: clkbuf_4
  • Total setup buffers inserted after CTS: 0
  • Cells resized by post-CTS repair: 0
  • Clk latency late pin: 240 ps
  • CTS Hold Bufs: 0
  • TritonCTS Buffers: 3
  • H-tree depth: 1
  • Worst-case clock buffer depth: 2
  • TritonCTS clock tree: built

Routing
  • Drt wl/cell: ~8.9 um
  • Total detailed-routing wirelength: 922 um
  • Drt drc: 0
  • 1st-iter DRT viols: 11
  • DR vias/cell: between 3 and 4
  • Diodes inserted: 0
  • Via count: about 340
  • DR pass1 iterations: 4
  • Final ANT Viol Nets: 0

Floorplanning
  • Row count: 21
  • I/O pin count: 12
  • Die height: approximately 80 um
  • Placeable Area: 3420 um^2
  • Initial Utilization: 0.139
  • Die width: 80 um
  • Die ar.: 6400 um^2

Cells and area
  • Fin cells: 104
  • Synth-to-Final Area Change: 42.4%
  • Top cell excl fill/tap: clkdlybuf4s50_1
  • Share of post-route cells with drive strength above 1: 0.0862
  • Top cells excl fill/tap: 11 x clkdlybuf4s50_1, 8 x dfrtp_1, 5 x nor2_1

STA
  • Count of unclocked register or latch pins: 5
  • Fmax: 613 MHz
  • RSZ-0062 raised after global routing: false
  • Minimum clock period: 1630 ps
  • Endpoints left unconstrained: 11
  • Fin. max-slew vios: 0
  • Hold Worst Slack: 488 ps
  • Setup tns final: 0 ps
  • Final Hold Viols: 0
  • Slew margin rel.: 0.846
  • Final setup viols: 0
  • Fin crit share: 0.776
  • Final Skew: 6.77 ps
  • Worst slew pin tran: 228 ps

Placed design
  • Quantity of I/O buffers inserted on ports: 11
  • Dpl hpwl: between 700 and 800 um
  • Placer Congestion: around 0.74
  • Dpl cells: 100

Global route
  • Number of global-route vias before repair: 370
  • GRT overflow: 0
  • Overall Global Routing Usage: 0.0304
  • Global-route wire length before repair: 1600 um
  • Initial antenna violation count: 0
  • Pin count of the biggest net entering global routing: 9

Run
  • Log Warnings: 27
  • Max-cap violations: 0

Hold path
  • Worst hold path type: in -> async

Power and ir drop
  • PwrDens: 388 nW/um^2
  • Pleak: 0.273 nW
  • VDD IR max: around 0.34 mV

Outcome
  • Status: completed
flip-flops by register name, indices dropped and copies added (netlist names):
name / count
MC2_6.CNT: 4
MC2_6.Carry: 1
MC2_10.CNT: 4
MC2_10.Carry: 1
cell type report:
type	instances	area, um^2
timing repair buffer	12	118
clock buffer	4	26.3
multi-input combinational	29	204
fill	383	2740
sequential	10	260
inverter	3	11.3
tap	46	57.6
metal layers:
| metal | up-vias | part of all wire | GRT usage |
|---|---|---|---|
| met1 | 157 | 0.54 | 0.0423 |
| met5 | - | 0 | 0 |
| li1 | 173 | - | - |
| met3 | 0 | 0.081 | 0.0148 |
| met4 | 0 | 0 | 0.00352 |
| met2 | 12 | 0.38 | 0.0425 |
power breakdown:
group / internal (mW) / switching [mW]
clock network: 0.0719 / 0.0396
logic: 0.0215 / 0.0132
registers: 0.109 / 0.00792
total: 0.202 / 0.0607
per-stage QoR:
stage	power (mW)	area (um^2)	util	setup WS, ps
floorplan	0.128	475	-	1100
global placement	0.152	651	0.190	619
detailed placement	0.153	651	0.190	599
CTS	0.267	677	0.198	461
global route	0.285	677	0.198	390
finish	0.263	677	0.198	470
cells in the mapped netlist:
cell,instances
edfxtp_1,2
nor3b_1,3
nand2_1,3
ha_1,4
nand3b_1,2
nor2b_1,2
mux2i_1,1
inv_1,3
a21boi_0,2
and3_4,1
o21ai_0,1
and2_1,1
nor2_1,5
dfrtp_1,8
nand2b_1,2
o31a_1,1
nand3_1,1
kinds of logic after synthesis:
group                      after synthesis  synth area share
AOI/OAI and AO/OA                        4            0.0605
and+or+nand+nor                         20             0.242
muxes                                    1            0.0211
adders and majority gates                4             0.105
buffers and inverters                    3            0.0237
DFF                                     10             0.547
worst max-delay path by stage:
| stage | from | endpoint | slack (ps) |
|---|---|---|---|
| 4_1_cts | MC2_10.CNT[2] | Seconds[2] | 460 |
| 5_1_grt | MC2_10.CNT[2] | Seconds[2] | 390 |
| 6_report | MC2_10.CNT[2] | Seconds[2] | 470 |
Power figures rest on the tool's default switching activity, not on a simulated workload.
