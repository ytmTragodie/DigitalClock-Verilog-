$ cat design/flow/design.v
`timescale 1ns / 1ps
module Displayer(Clk,EN,Seconds,Minutes,Hours,SEGS,NUM);
input Clk,EN;
input [7:0] Seconds,Minutes,Hours;
output reg[7:0] SEGS;
output reg [3:0] NUM;
integer k=0;
always@(posedge Clk)begin
    if(~EN)SEGS<=8'b1111_1111;
    case(k)
    0:begin 
        NUM<=Seconds[3:0];
        SEGS<=8'b1111_1011;
        k<=k+1;
    end
    1:begin
        NUM<=Seconds[7:4];
        SEGS<=8'b1111_0111;
        k<=k+1;
    end
    2:begin
        NUM<=Minutes[3:0];
        SEGS<=8'b1110_1111;
        k<=k+1;
    end
    3:begin
        NUM<=Minutes[7:4];
        SEGS<=8'b1101_1111;
        k<=k+1;
    end
    4:begin
        NUM<=Hours[3:0];
        SEGS<=8'b1011_1111;
        k<=k+1;
    end
    5:begin
        NUM<=Hours[7:4];
        SEGS<=8'b0111_1111;
        k<=k+1;
    end
    6:k<=0;
    default:k<=0;
endcase
end
endmodule
$ cat design/flow/run.sh
#!/bin/bash
# OpenROAD 26Q1-2900-gdf79404cd8, Yosys 0.63+post, stock flow scripts
make -C /OpenROAD-flow-scripts/flow DESIGN_CONFIG=/design/flow/config.mk WORK_HOME=/design/flow/orfs finish
$ cat design/flow/config.mk
export PLATFORM = sky130hd
export DESIGN_NAME = Displayer
export DESIGN_NICKNAME = Displayer
export VERILOG_FILES = /design/flow/design.v
export SDC_FILE = /design/flow/constraint.sdc
export NUM_CORES = 4
export LEC_CHECK = 1
export CORE_AREA = 10 10 109 109
export DIE_AREA = 0 0 119 119
$ cat design/flow/constraint.sdc
current_design Displayer

set clk_period 3.1
set clk_io_pct 0.2

create_clock -name clk0 -period $clk_period [get_ports {Clk}]

set non_clock_inputs [all_inputs -no_clocks]
set_input_delay [expr $clk_period * $clk_io_pct] -clock clk0 $non_clock_inputs
set_output_delay [expr $clk_period * $clk_io_pct] -clock clk0 [all_outputs]
==> datasheet_impl.txt <==
Characteristics after synthesis and place and route

Parameter                              Value

Global routing
  Number of global-route vias before repair    975
  Maximum number of pins on one net before global-route repair    14
  Total global routing overflow    0
  Combined global-route utilization of all metal layers    4.12%
  First-pass GRT wire length    4780 um
  Number of antenna violations at the first check in global routing    0

CTS
  Clock H-tree levels    2
  Clock slew seen by the registers of the worst setup and hold paths    0.07 ns
  CTS tree    yes
  Longest Clk Path Bufs    2
  Buffer count from post-CTS setup fixing    0
  Number of sinks driven by the clock tree    42
  Clock latency at the later pin of the worst-skew pair    0.28 ns
  Root Buffer Master    clkbuf_8
  Count of hold-fix buffers inserted at cts    0
  Number of buffers created by CTS    5
  Quantity of gates resized following cts    0

Timing
  Setup violations, final    0
  Relative max-transition margin    64.9%
  Worst-Margin Slew    0.527 ns
  Max Transition Viols Final    0
  Post-layout minimum cycle time    2.00 ns
  Setup TNS after final layout    0 ns
  Fin. Hold Viols    0
  Final Hold Slack    0.509 ns
  Post-route clock skew    0.00526 ns
  Post-layout worst setup margin    1.10 ns
  Highest clock frequency the design can meet    499 MHz
  Unrepaired setup endpoints after global routing    false
  Final worst-path cycle share    64.6%

Placed design
  Final Wtd Congestion    0.720
  Placement-stage worst setup slack    1.09 ns
  Port Buf Inserts    35
  Placed Instance Area    0.00208 mm^2
  Placed wire-length estimate after detailed placement    2380 um

Critical path
  Sort of element at the start of the critical path    flop
  Buffers plus inverters on the worst setup path    1
  Nature of the critical path endpoint    flop
  Reg2Reg Launch Point    k[0]$_SDFF_PN0_
  Slowest cell on crit path    dfxtp_1
  Category of the most critical setup path    flop to flop
  CP delay by family, top    simple AND/OR/NAND/NOR gates
  Crit-path max cell delay    0.42 ns
  Arrival time of data at the critical path endpoint    2.04 ns
  R2R setup slack    1.10 ns
  Worst-path cell chain    inv_1 > ha_1 > or3_1 > a21oi_2 > nor3_4 > mux2_4
  Required time at the endpoint of the critical path    3.14 ns
  Crit-path max FO    8
  Worst reg2reg path depth    6
  Endpoint of the most critical register-to-register path    NUM[3]$_DFFE_PP_

Synth
  Chip area line of the yosys report    0.00150 mm^2
  Cell taking the most area after synthesis    dfxtp_1
  Sequential share of the synthesized area    62.9%
  Area fraction of the dominant cell type after synthesis    42.8%
  Post-synth tally of flip-flops with integrated enable    10
  Synthesis-stage register bit count    42
  Post-synth cell types    32
  Synth Cell Area    0.00150 mm^2
  Most common reg cell    dfxtp_1
  Total number of yosys warnings    1
  Average instance area after synthesis    13.3 um^2
  Cells in synth_stat.txt    112
  Synth top area cells    dfxtp_1 43%, edfxtp_1 20%, nor4_2 4.2%, ha_1 3.3%, mux2_4 3.0%
  Ys async rst share    0%
  Mapped Cells    112

Routing
  Drt wl/cell    9.67 um
  Number of optimization iterations in the first detailed-route pass    4
  Via Count    977
  Post-detailed-routing wire length    2990 um
  Post-detailed-route via-to-cell ratio    3.16
  Number of antenna diodes    0
  Number of DRC violations after detailed routing    0
  Number of antenna-violating nets in the routed design    0
  Drt first-iter violations    51

Die
  Total number of placement rows    36
  Effective utilization at floorplan    15.5%
  Ports placed on the boundary    38
  Die extent in y    119 um
  Die Span X    119 um
  Overall chip area    0.0142 mm^2
  Total core area    0.00964 mm^2

Power
  Clock Power Share    37.7%
  Static leakage    0.000837 uW
  Comb pwr share    5.0%
  Net switching power    186 uW
  Part of the total power dissipated in sequential elements    57.3%
  Sum of internal, switching and leakage power    1030 uW
  Share of total power consumed by net switching    18.0%
  Internal cell power    846 uW
  Worst ir drop on vdd    0.153 mV
  Pwr Density    471 mW/mm^2

Job
  Max-cap violation count    0
  Number of warnings the tools reported    28

Final layout
  Cell area after layout    0.00219 mm^2
  Total of fill cells in the finished design    1023
  Signed area change from the synthesized netlist to the final layout    46.6%
  Share of layout cells above drive strength 1    12.5%

Worst hold path
  Hold depth    1
  Worst hold path type    flop to flop
  Worst hold path endpoint    k[0]$_SDFF_PN0_
  Start point of the worst min-delay path    k[0]$_SDFF_PN0_

Outcome
  Outcome    completed
## cells in the final DEF (no fill, tap or decap), drive strengths merged, types with 2 or more instances in the layout
cell type and instances:
nand4b 4, mux2 3, a222oi 4, clkbuf 7
inv 5, clkdlybuf4s50 35, nor4 6, and4 2
nand4 3, dfxtp 32, conb 30, a221oi 4
nor3 3, nand3 3, ha 4, a21oi 5
nor2 8, edfxtp 10
## cells by family (layout without fill, tap and decap cells)
| logic type | count (synthesis) | count (layout) | synth area share, % |
|---|---|---|---|
| XOR/XNOR | 2 | 2 | 1.17 |
| other | 2 | 30 | 0.502 |
| multiplexers | 3 | 3 | 3.01 |
| buffers and inverters | 11 | 47 | 3.43 |
| adder cells (fa/ha/maj) | 4 | 4 | 3.35 |
| flip-flops | 42 | 42 | 62.9 |
| AND/OR/NAND/NOR | 33 | 33 | 17.7 |
| AND-OR/OR-AND | 15 | 15 | 7.87 |
## final cells by class
class	count	area (um^2)	area share (%)
repair buffers	35	350	16.0
well taps	133	166	7.59
flip-flops and latches	42	941	42.9
clock buffers	7	108	4.91
multi-input cells	87	608	27.7
inverters	5	18.8	0.856
## worst max path at each step
stage                           start               end  slack, ns  cells past startpoint
after CTS             k[0]$_SDFF_PN0_  NUM[3]$_DFFE_PP_       1.10                      6
after global routing  k[0]$_SDFF_PN0_  NUM[3]$_DFFE_PP_       0.98                      6
final                 k[0]$_SDFF_PN0_  NUM[3]$_DFFE_PP_       1.10                      6
## routing by layer
metal	track usage [%]	vias up	part of all wire, %
met4	0.458	0	0.70
li1	-	509	-
met3	1.73	3	6.2
met1	5.55	438	46
met2	6.29	27	47
met5	0	-	0
## power by group through the flow
stage         registers (uW)  logic, uW  clock network (uW)
finish                   591       51.7                 389
global route             593       57.2                 422
CTS                      592       52.9                 397
## registers in the layout, summed over array words and instances (netlist names)
register	flops
SEGS	6
NUM	4
k	32
## through the flow
stage          std cells  utilization [%]
2_1_floorplan        140                -
3_3_place_gp         302             21.6
3_5_place_dp         302             21.6
4_1_cts              309             22.7
5_1_grt              309             22.7
6_report             309             22.7
## cells in the mapped netlist, types with 2 or more instances
library cell / instances
dfxtp_1: 32
edfxtp_1: 10
nor2_1: 8
inv_1: 5
nor4_2: 5
a21oi_1: 4
a221oi_1: 4
a222oi_1: 4
ha_1: 4
nand4b_1: 4
mux2_4: 3
nand3_1: 3
buf_2: 2
buf_4: 2
clkbuf_1: 2
conb_1: 2
nand4_2: 2
nor3_1: 2
Power and IR drop assume default switching activity.
